===== flow/design.v =====
module CACHE (
	input wire [9:0] ADDR,
	input wire [1:0] BO,  
	input wire [31:0] DI,
	input wire [127:0] Dread,
	input wire RSTn,
	input wire MemLD,
	input wire MemWE,
	input wire CLK,
	input wire isInst,
	output reg [127:0] Dwrite,
	output reg [31:0] Dout,
	output reg memstall,
	output reg RW,
	output reg DWE,
	output reg [31:0] read_hit,
	output reg [31:0] read_miss,
	output reg [31:0] write_hit,
	output reg [31:0] write_miss
	);
	reg [6:0] tag;
	reg [2:0] idx;
	reg [6:0] tagbank[0:7];
	reg valid[0:7];
	reg [127:0] databank[0:7];
	reg hit;
	reg [127:0] temp;
	reg [31:0] state;
	reg [31:0] state_next;
	initial begin
		state = 0;
		state_next = 0;
		read_hit = 0;
		read_miss = 0;
		write_hit = 0;
		write_miss = 0;
	end
	always @(*) begin
		tag = ADDR[9:3];
		idx = ADDR[2:0];
		hit = (valid[idx] === 1) ? ((tag === tagbank[idx])? 1 : 0) : 0;
		case (state)
			0: begin
				if ((MemLD || MemWE) == 0) begin  
					state_next = 0;
					memstall = 0;
				end
				else begin  
					if ((MemLD && isInst) && !MemWE && hit) begin  
						case (BO)
							2'b00: Dout = databank[idx][31:0];
							2'b01: Dout = databank[idx][63:32];
							2'b10: Dout = databank[idx][95:64];
							2'b11: Dout = databank[idx][127:96];
						endcase
						state_next = 0;
						RW = 1;
						memstall = 0;
						read_hit = read_hit + 1;
					end
					else if ((MemLD && isInst) && !MemWE && !hit) begin  
						state_next = 11;
						RW = 0;
						DWE = 0;
						memstall = 1;
						read_miss = read_miss + 1;
					end
					else if (!MemLD && MemWE && hit) begin  
						temp = databank[idx];
						case (BO)
							2'b00: temp[31:0] = DI;
							2'b01: temp[63:32] = DI;
							2'b10: temp[95:64] = DI;
							2'b11: temp[127:96] = DI;
						endcase
						databank[idx] = temp;
						Dwrite = temp;
						state_next = 21;
						RW = 0;
						DWE = 1;
						memstall = 1;
						write_hit = write_hit + 1;
					end	
					else if (!MemLD && MemWE && !hit) begin  
						state_next = 31;
						RW = 0;
						DWE = 0;
						memstall = 1;
						write_miss = write_miss + 1;
					end
				end
			end
			11: begin
				RW = 1; state_next = 12;
			end
			12: state_next = 13;
			13: state_next = 14;
			14: state_next = 15;
			15: state_next = 16;
			16: state_next = 17;
			17: state_next = 18;
			18: state_next = 19;
			19: begin  
				state_next = 0;
				memstall = 0;
				tagbank[idx] = tag;
				databank[idx] = Dread;
				valid[idx] = 1'b1;
				case (BO)
					2'b00: Dout = Dread[31:0];
					2'b01: Dout = Dread[63:32];
					2'b10: Dout = Dread[95:64];
					2'b11: Dout = Dread[127:96];
				endcase
			end
			21: begin
				RW = 1; state_next = 22;
			end
			22: state_next = 23;
			23: state_next = 24;
			24: state_next = 25;
			25: state_next = 26;
			26: state_next = 27;
			27: state_next = 28;
			28: begin
				state_next = 0;
				memstall = 0;
			end
			31: begin
				RW = 1; state_next = 32;
			end
			32: state_next = 33;
			33: state_next = 34;
			34: state_next = 35;
			35: state_next = 36;
			36: state_next = 37;
			37: state_next = 38;
			38: state_next = 40;
			40: begin
				RW = 0;
				DWE = 1;
				temp = Dread;
				case (BO)
					2'b00: temp[31:0] = DI;
					2'b01: temp[63:32] = DI;
					2'b10: temp[95:64] = DI;
					2'b11: temp[127:96] = DI;
				endcase
				databank[idx] = temp;
				tagbank[idx] = tag;
				valid[idx] = 1'b1;
				Dwrite = temp;
				state_next = 21;
			end
		endcase
	end
	always @(posedge CLK) begin
		if (RSTn) state <= state_next;
	end 
endmodule

===== flow/constraint.sdc =====
current_design CACHE

set clk_period 1.0
set clk_io_pct 0.2

create_clock -name clk0 -period $clk_period [get_ports {CLK}]

set non_clock_inputs [all_inputs -no_clocks]
set_input_delay [expr $clk_period * $clk_io_pct] -clock clk0 $non_clock_inputs
set_output_delay [expr $clk_period * $clk_io_pct] -clock clk0 [all_outputs]

===== flow/config.mk =====
export PLATFORM = sky130hd
export DESIGN_NAME = CACHE
export DESIGN_NICKNAME = CACHE
export VERILOG_FILES = /design/flow/design.v
export SDC_FILE = /design/flow/constraint.sdc
export NUM_CORES = 4
export LEC_CHECK = 1
export CORE_UTILIZATION = 30

===== flow/run.sh =====
#!/bin/bash
# OpenROAD 26Q1-2900-gdf79404cd8, Yosys 0.63+post, stock flow scripts
make -C /OpenROAD-flow-scripts/flow DESIGN_CONFIG=/design/flow/config.mk WORK_HOME=/design/flow/orfs finish

==> impl_metrics.ini <==
; generated from flow reports
[placed_design]
placed_area_sq_um = 45400
dpl.hpwl_microns = 117000
portBuffers = 467
gpl.final_weighted_congestion = 0.957

[critical_path]
path_buffers = 2
cp_cell_sequence = clkdlybuf4s50_1 -> buf_4
cp.required_ps = 940
worst_path_max_delay_cell = clkdlybuf4s50_1
critPathArrivalTime_ps = 850
worst-path-max-fanout = 6
end_kind = register
critical-path-top-delay-family = buffers and inverters
start_kind = primary input
slowest_delay_ps = 490
timing.setup.critical_path_class = primary input to register

[clocking]
post_cts_buffers = 0
cts.clk_slew.worst_paths_ps = 30
root_buffer = clkbuf_16
post_cts_resized = 0
postCtsHoldBufs = 0
cts_made_buffers = 3
clock_tree_from_tritoncts = done
htree_levels = 1
clockBufferDepth = 2

[logic_synthesis]
postSynth.topFlopCell = dlxtn_1
synth_area_sq_um = 38800
topCellsByArea = dlxtn_1, mux4_2, nand2_1, a21oi_1, nor2_1
enable_flop_cells = 6
postSynthAreaPerCell_sq_um = 9.15
top_logic_kind = AND-OR/OR-AND gates
yosys.area_share.adder_pct = 0.129
synth_largest_type_area_fraction_pct = 53.3
synthesis.yosys.warnings = 267
synth.top_cells.by_count = dlxtn_1, nand2_1, nor2_1
syn-instance-count = 4245
largest_area_cell = dlxtn_1
most_common_cell = dlxtn_1
postSynthRegisterBits = 1383
post_synth_ao_oa_area_fraction_pct = 18.1
share_of_synthesized_registers_carrying_an_async_set_or_reset_pct = 0
yosys-stat-cells = 4245
ys_chip_area_sq_um = 38800
ys_types = 71
mux_area_share_pct = 10.2
ys_sh_simple_pct = 11.1
synth_xor_xnor_area_share_pct = 2.89

[die]
design.core.area_sq_um = 128000
die_area_sq_um = 131000
starting_utilization_of_the_core_area_pct = 30.3
ioPinCount = 468
number_of_cell_rows = 131
die_y_microns = 362
dieWidth_microns = 362

[final_timing]
final-setup-viol-count = 0
max_freq_mhz = 1090
timing.final.crit_share_pct = 91.4
unconstrained_endpoints = 1674
worst_slew_margin_rel_pct = 27.2
report.final.slew_viol_count = 0
unclocked_pins = 1377
rsz_0062_raised_after_global_routing = no
timing_worst_slew_pin_value_ps = 1080
number_of_hold_slack_violations_in_the_final_timing_report = 0
layout_min_cycle_time_ps = 914

[final_layout]
fin_area_sq_um = 45500
fraction_of_layout_instances_using_a_drive_strength_above_1_pct = 7.23
layout-area-overhead-vs-synth_pct = 17.2
nFillCells = 12700

[power]
p_leak_nw = 19.8
power_density_nw_per_um2 = 699
power.total_mw = 31.8
power.ir.vdd_worst_uv = 466

[grt]
grt_usage_pct = 25.8
grt_pass1_vias = 31700
globalRouteMet1Util_pct = 34.1
met3_usage_pct = 12.4
grt_antenna_before_repair = 30
global_route.peak_usage_layer = met2
grt_first_pass_wirelength_microns = 238000
grt_start_max_net_pins = 97
met2_track_utilization_from_global_routing_pct = 37.6
grt_remaining_overflow = 0

[detailed_routing]
dr_total_vias = 35000
detail_route.wirelength_microns = 168000
drt_pass1_iterations = 6
postRouteAntennaNets = 0
vias_per_cell = 5.57
route.detailed.drc = 0
route.detailed.wl_per_inst_microns = 26.8
drt_first_iter_violations = 3588

[job]
warnings = 25
maxCapViolCount = 0

[hold_path]
min-delay-path-class = primary input to register

[outcome]
outcome = complete, no violations
==> layer usage <==
metal	wire length (microns)	part of all wire [%]	vias up
li1	-	-	15600
met1	64900	39	16900
met2	72300	43	2216
met3	23800	14	373
met4	7150	4.2	34
met5	221	0.13	-
==> per-stage QoR <==
| stage | instances | util, % | setup TNS (ps) | setup WS (ps) | hold slack [ps] |
|---|---|---|---|---|---|
| 2_1_floorplan | 4245 | - | 0 | 518 | 312 |
| 3_3_place_gp | 6278 | 35.5 | -1080 | -181 | 1020 |
| 3_5_place_dp | 6278 | 35.5 | -854 | -142 | 980 |
| 4_1_cts | 6281 | 35.5 | 0 | 83.0 | 758 |
| 5_1_grt | 6286 | 35.5 | 0 | 72.1 | 765 |
| 6_report | 6294 | 35.6 | 0 | 85.7 | 755 |
==> cells in the final DEF, fill, tap and decap left out, types with 6 or more instances in the layout <==
master              n
and4_1              8
a221o_1            19
a221oi_1           55
nor3_1              9
a2bb2oi_1           7
nand4_1            28
o22a_1             59
a22o_1             27
o221a_2             6
inv_1              48
nand2_1           405
and3_1             20
a22oi_1            58
nor2_1            372
edfxtp_1            6
mux4_2             91
nor2b_1            16
o22ai_1           120
o21ai_0           238
a31o_2              9
xor2_1             34
a211oi_1           51
a31oi_1            69
clkdlybuf4s50_1   462
nand3_1            94
nor2_2              9
a222oi_1           12
o221ai_1           11
xnor2_1            94
mux2i_1           129
buf_4             119
o21a_1             19
and2_1             11
nand2b_1           14
mux2_2             55
diode_2            13
dlxtn_1          1377
a21boi_0           11
a21oi_1           301
==> layout make-up <==
class	count	area, sq um	area share [%]
Antenna cell	13	32.5	0.0715
Clock buffer	3	75.1	0.165
Inverter	52	198	0.434
Multi-Input combinational cell	2528	16600	36.5
Sequential cell	1383	20900	45.8
Tap cell	1729	2160	4.75
Timing Repair Buffer	586	5580	12.3
==> worst paths after layout <==
path                  from  endpoint  slack (ps)  depth (start not counted)
worst min-delay path  RSTn  state[3]         760                          2
worst max-delay path  RSTn  state[2]          90                          2
==> state kept, by name, summed over array words and instances (netlist names) <==
| register | flops |
|---|---|
| read_hit | 32 |
| read_miss | 32 |
| write_miss | 32 |
| Dout | 32 |
| DWE | 1 |
| state | 6 |
| Dwrite | 128 |
| memstall | 1 |
| databank | 1024 |
| tagbank | 56 |
| RW | 1 |
| write_hit | 32 |
| state_next | 6 |
==> report_power, final <==
part	total (mW)	switching (mW)	internal, mW
combinational	18.0	10.2	7.74
clock	0.645	0.132	0.513
sequential	13.2	2.28	10.9
==> cells by family (layout without fill, tap and decap cells) <==
| group | count (synthesis) | after routing |
|---|---|---|
| AND-OR/OR-AND | 1101 | 1101 |
| XOR/XNOR | 128 | 128 |
| adder cells (fa/ha/maj) | 4 | 4 |
| buffers and inverters | 334 | 641 |
| flip-flops | 6 | 6 |
| latches | 1377 | 1377 |
| multiplexers | 275 | 275 |
| other | 0 | 13 |
| AND/OR/NAND/NOR | 1020 | 1020 |
