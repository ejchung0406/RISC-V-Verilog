`config.mk`:
```
export PLATFORM = sky130hd
export DESIGN_NAME = vending_machine
export DESIGN_NICKNAME = vending_machine
export VERILOG_FILES = /design/flow/design.v
export SDC_FILE = /design/flow/constraint.sdc
export NUM_CORES = 4
export LEC_CHECK = 1
export CORE_UTILIZATION = 50
```
`constraint.sdc`:
```
current_design vending_machine

set clk_period 9.2
set clk_io_pct 0.2

create_clock -name clk0 -period $clk_period [get_ports {clk}]

set non_clock_inputs [all_inputs -no_clocks]
set_input_delay [expr $clk_period * $clk_io_pct] -clock clk0 $non_clock_inputs
set_output_delay [expr $clk_period * $clk_io_pct] -clock clk0 [all_outputs]
```
`design.v`:
```
module vending_machine (
	clk,							 
	reset_n,						 
	i_input_coin,				 
	i_select_item,				 
	i_trigger_return,			 
	o_available_item,			 
	o_output_item,			 
	o_return_coin,				 
	stopwatch,
	current_total,
	return_temp,
);
	input clk;
	input reset_n;
	input [3-1:0] i_input_coin;
	input [4-1:0] i_select_item;
	input i_trigger_return;
	output reg [4-1:0] o_available_item;
	output reg [4-1:0] o_output_item;
	output reg [3-1:0] o_return_coin;
	output [3:0] stopwatch;
	output [31-1:0] current_total;
	output [31-1:0] return_temp;
	reg [8-1:0] returning_coin_0;
	reg [8-1:0] returning_coin_1;
	reg [8-1:0] returning_coin_2;
	reg block_item_0;
	reg block_item_1;
	reg [3:0] stopwatch;
	reg have_to_return;
	reg [31-1:0] return_temp;
	reg [31-1:0] temp;
	wire [31:0] kkItemPrice [4-1:0];	 
	wire [31:0] kkCoinValue [3-1:0];	 
	assign kkItemPrice[0] = 400;
	assign kkItemPrice[1] = 500;
	assign kkItemPrice[2] = 1000;
	assign kkItemPrice[3] = 2000;
	assign kkCoinValue[0] = 100;
	assign kkCoinValue[1] = 500;
	assign kkCoinValue[2] = 1000;
	integer i, j, k, l, m, n;
	reg [31-1:0] current_total;
	reg [31-1:0] current_total_nxt;
	always @(*) begin
		have_to_return = i_trigger_return + (stopwatch==0);
		temp = i_input_coin[0]*kkCoinValue[0] + i_input_coin[1]*kkCoinValue[1] + i_input_coin[2]*kkCoinValue[2]
			 - (i_select_item[0]*kkItemPrice[0] + i_select_item[1]*kkItemPrice[1]
			 + i_select_item[2]*kkItemPrice[2] + i_select_item[3]*kkItemPrice[3]);
		current_total_nxt = current_total + temp;
		returning_coin_2 = current_total / kkCoinValue[2];
		returning_coin_1 = (current_total - returning_coin_2*kkCoinValue[2]) / kkCoinValue[1];
		returning_coin_0 = (current_total - returning_coin_2*kkCoinValue[2] - returning_coin_1*kkCoinValue[1]) / kkCoinValue[0];
		if (returning_coin_2 > 0) begin
			block_item_1 = 1;
			block_item_0 = 1;
			if (have_to_return)
				current_total_nxt = current_total_nxt - kkCoinValue[2];
		end
		else begin
			block_item_1 = 0;
			if (returning_coin_1 > 0) begin
				block_item_0 = 1;
				if (have_to_return)
					current_total_nxt = current_total_nxt - kkCoinValue[1];
			end
			else begin
				if (returning_coin_0 > 0) begin
					block_item_0 = 0;
					if (have_to_return)
						current_total_nxt = current_total_nxt - kkCoinValue[0];
				end
				else begin
					block_item_0 = 0;
					block_item_1 = 1;
				end
			end
		end
	end
	always @(*) begin
		if (current_total >= kkItemPrice[0]) o_available_item[0] = 1;
		else o_available_item[0] = 0;
		if (current_total >= kkItemPrice[1]) o_available_item[1] = 1;
		else o_available_item[1] = 0;
		if (current_total >= kkItemPrice[2]) o_available_item[2] = 1;
		else o_available_item[2] = 0;
		if (current_total >= kkItemPrice[3]) o_available_item[3] = 1;
		else o_available_item[3] = 0;
		case (i_select_item)
			4'b0001: o_output_item[0] = 1;
			4'b0010: o_output_item[1] = 1;
			4'b0100: o_output_item[2] = 1;
			4'b1000: o_output_item[3] = 1;
			default: o_output_item = 0;
		endcase
	end
	always @(posedge clk) begin
		if (!reset_n) begin
			current_total <= 0;
			stopwatch <= 10;
			have_to_return <= 0;
		end
		else begin
			current_total <= current_total_nxt;
			if (current_total != 0 && temp == 0) begin
				if (stopwatch > 0)
					stopwatch <= stopwatch - 1;
			end
			else
				stopwatch <= 10;
			if (have_to_return) begin
				case ({block_item_0, block_item_1})
					{1'b1, 1'b1}:
						o_return_coin <= 3'b100;
					{1'b1, 1'b0}:
						o_return_coin <= 3'b010;
					{1'b0, 1'b0}:
						o_return_coin <= 3'b001;
					default:
						o_return_coin <= 3'b000;
				endcase
			end
		end		    
	end	    
endmodule
```
`run.sh`:
```
#!/bin/bash
# OpenROAD 26Q1-2900-gdf79404cd8, Yosys 0.63+post, stock flow scripts
make -C /OpenROAD-flow-scripts/flow DESIGN_CONFIG=/design/flow/config.mk WORK_HOME=/design/flow/orfs finish
```
==> ci_impl_report.md <==
### Flow metrics

| Metric | Value |
|---|---|
| Cell count listed in synth_stat.txt | 555 |
| Number of buffers created by CTS | 5 |
| Area fraction of the dominant cell type after synthesis | 17.4% |
| Hpwl dp | 8.16 mm |
| Kind of start point of the critical path | input pin |
| Die area | 9150 µm² |
| First-pass GRT wire length | 16.3 mm |
| Final-layout setup total negative slack | 0 ns |
| Timing-limited maximum frequency | 122 MHz |
| Slew headroom | 49.2% |
| Grt ovf | 0 |
| Synthesized area per cell | 7.90 µm² |
| TritonCTS clock tree | yes |
| Hold Violations, Final | 0 |
| Path category of the worst min-delay check | reg2reg |
| RSZ-0062 raised after global routing | false |
| Synth area leaders | ha_1 17%, dfxtp_1 15%, fa_1 7.3% |
| Final critical delay including setup and external delays | 8.20 ns |
| Vias per Instance | 5.59 |
| Cell type with the highest aggregate area in the netlist | ha_1 |
| Kind of critical path | in2reg |
| Pin count of the biggest net entering global routing | 23 |
| Synthesis-to-finish area growth | 12.2% |
| Synth Register Bits | 37 |
| Clock transition at the registers of the reported paths | 0.08 ns |
| Final setup violation count | 0 |
| Synth Flop Type | dfxtp_1 |
| Filler cells | 761 |
| Clock latency on the worst-skew pair | 0.29 ns |
| Number of distinct standard cells referenced by the synthesized netlist | 63 |
| Violation count after the first detailed-routing iteration | 184 |
| Post-synthesis instance area | 4390 µm² |
| Period utilization | 89.2% |
| Iteration count of the initial detailed-routing pass | 4 |
| CTS Root Buffer Type | clkbuf_8 |
| Max-cap violations | 0 |
| Detail-routed net length per standard cell | 14.3 µm |
| Fraction of the core area occupied by cells at floorplan | 52.6% |
| Data required time of the critical path | 9.43 ns |
| Post-CTS setup buffer count | 0 |
| Chip Area, Yosys | 4390 µm² |
| Critical Path Sink Type | flop |
| Pre-CTS WS | 0.741 ns |
| Maximum count of clock buffers along a single path | 2 |
| Diode count | 0 |
| Number of antenna violations at the first check in global routing | 0 |
| Row Count | 33 |
| Count of endpoints without a timing constraint | 8 |
| Endpoint arrival time on the critical path | 8.43 ns |
| Number of global-route vias before repair | 3449 |
| Actual slew at the worst max-slew pin | 0.760 ns |
| Post-CTS Resized | 0 |
| Hold buffer count at cts | 0 |
| Number of nets still failing antenna checks after routing | 0 |
| Placeable core region | 8340 µm² |
| Count of pins over their slew limit | 0 |
| Synth warn | 34 |
| DRC violations left | 0 |
| OpenROAD warning count | 35 |
| Die Width | 95.7 µm |
| Vias after detailed routing | 3944 |
| Layout cells sized above 1 | 3.00% |
| Result of the run | finished, final reports clean |
| Peak fanout along the critical path | 11 |
| Boundary Pins | 87 |
| PnR worst setup slack | 0.998 ns |
| DIE HEIGHT | 95.7 µm |
| Wirelength, routed | 10.1 mm |
| Clock H-tree levels | 2 |
| Async set-or-reset flop fraction in the synthesized netlist | 0% |
| GRT Total Usage | 23.2% |
| Cell count after synthesis | 555 |
| RD Place Congestion | 0.983 |
| Worst clock skew | 0.00965 ns |
| Number of enable-type register cells in the synthesized netlist | 0 |
| Register pins left without a clock | 4 |
| Port Buf Inserts | 49 |
state kept, by name (all words and copies together) (netlist names):
name	cells
stopwatch	4
o_output_item	4
current_total	29
worst paths after layout:
kind | startpoint | endpoint | slack [ns] | cells after the start
worst max-delay path | i_select_item[1] | current_total[24] | 1.0 | 23
worst min-delay path | stopwatch[3] | stopwatch[3] | 0.57 | 1
worst max register to register | current_total[2] | current_total[24] | 6.56 | 9
worst min register to register | stopwatch[3] | stopwatch[3] | 0.57 | 1
cell usage after synthesis (12+ instances only):
| cell type | instances |
|---|---|
| ha_1 | 61 |
| inv_1 | 49 |
| nor2_1 | 48 |
| a21oi_1 | 38 |
| buf_4 | 37 |
| nand2_1 | 34 |
| dfxtp_1 | 33 |
| o21ai_0 | 26 |
| nor3_1 | 17 |
| fa_1 | 16 |
| nand4_1 | 14 |
| a21o_1 | 12 |
| xnor2_1 | 12 |
through the flow:
step                std cells  hold WS (ns)  area [µm²]  util (%)
global route              706         0.605        4920      59.0
global placement          698         0.537        4840      58.0
detailed placement        698         0.550        4840      58.0
CTS                       706         0.563        4920      59.0
floorplan                 590         0.492        4520         -
finish                    706         0.571        4920      59.0
logic make-up after synthesis:
kind of cell | after synthesis | share of synthesized area [%]
mux | 10 | 2.31
simple gates | 175 | 20.2
other cells | 1 | 0.0855
buf+inv | 98 | 11.6
flops | 33 | 15.1
xor+xnor | 22 | 4.39
fa+ha+maj | 77 | 24.7
latches | 4 | 1.37
compound gates | 135 | 20.4
worst max-delay path, stage by stage:
cell	delay, ns
clkdlybuf4s50_1	0.63
fa_1	0.66
fa_1	0.56
inv_1	0.05
fa_1	0.49
inv_1	0.06
fa_1	0.49
inv_1	0.04
ha_1	0.33
and3_1	0.22
o211ai_1	0.31
nand2_1	0.08
a21oi_1	0.15
nor2_1	0.05
nor2_1	0.48
buf_4	0.31
ha_1	0.33
a21oi_1	0.22
o21ai_0	0.17
a22oi_1	0.22
a21oi_1	0.09
a211oi_1	0.40
mux2i_1	0.22
area by class of cell:
cell class,instances,area (µm²),share of cell area (%)
multi-input combinational,455,3290,66.9
sequential,37,721,14.6
timing repair buffer,52,513,10.4
inverter,49,184,3.74
tap,105,131,2.67
clock buffer,6,72.6,1.47
clock inverter,2,10.0,0.203
layer usage:
metal  global-route usage, %  share of wire [%]  up-vias
li1                        -                  -     2007
met1                    36.3                 49     1811
met2                    35.4                 43      111
met3                    2.76                5.1       15
met4                    4.23                2.0        0
met5                       0                  0        -
layout by cell type (no fill, tap or decap), drive strengths merged, types with 3 or more instances in the layout:
cell type      count
nor4               9
mux2i              9
nor2b              5
and2               6
fa                16
a21oi             39
o21ai             27
nand3              8
o31ai              4
nand4             14
o21a               4
clkbuf             6
dlxtn              4
inv               49
a211oi             7
a31oi              3
xnor2             12
nor3b              3
or3                7
conb              36
and3               6
dfxtp             33
nand2b            10
clkdlybuf4s50     49
buf                3
o21bai             8
a21o              12
nand2             34
nor3              17
a2111oi            3
xor2              10
o211ai             5
ha                61
nor2              48
